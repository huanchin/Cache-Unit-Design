==> flow/design.v <==
module cache(
    clk,
    proc_reset,
    proc_read,
    proc_write,
    proc_addr,
    proc_rdata,
    proc_wdata,
    proc_stall,
    mem_read,
    mem_write,
    mem_addr,
    mem_rdata,
    mem_wdata,
    mem_ready,
);
	parameter IDLE   = 4'b0000;
	parameter RCOM   = 4'b0001;
	parameter MRMEM  = 4'b0010;
	parameter RMEM   = 4'b0011;
	parameter ROK    = 4'b0100;
	parameter WCOM   = 4'b0101;
	parameter H_WMEM = 4'b0110;
	parameter M_WMEM = 4'b0111;
	parameter WMEM   = 4'b1000;
	parameter WOK    = 4'b1001;
    input          clk;
    input          proc_reset;
    input          proc_read, proc_write;
    input   [29:0] proc_addr;
    input   [31:0] proc_wdata;
    output         proc_stall;
    output  [31:0] proc_rdata;
    input  [127:0] mem_rdata;
    input          mem_ready;
    output         mem_read, mem_write;
    output  [27:0] mem_addr;
    output [127:0] mem_wdata;
    reg proc_stall;
	reg mem_read;
	reg mem_write;
	wire [24:0] tag;
	wire [2:0] index;
	wire [1:0] offset;
	reg  [153:0] c[7:0];
	reg  [3:0] curr_state;
	reg  [3:0] next_state;
	wire [153:0] c_chosen;
	wire c_v;
	wire [24:0] c_tag;
	wire [31:0] c_data0;
	wire [31:0] c_data1;
	wire [31:0] c_data2;
	wire [31:0] c_data3;
	wire [31:0] data;
	wire tag_equal;
	wire prehit;
	wire hit;
	assign tag = proc_addr[29:5];
	assign index = proc_addr[4:2];
	assign offset = proc_addr[1:0];
	assign c_chosen = c[index];
	assign c_v = c_chosen[153];
	assign c_tag = c_chosen[152:128];
	assign c_data0 = c_chosen[127:96];
	assign c_data1 = c_chosen[95:64];
	assign c_data2 = c_chosen[63:32];
	assign c_data3 = c_chosen[31:0];
	assign prehit = (tag==c_tag)? 1 : 0;
	assign hit = (c_v&prehit)? 1 : 0;
	assign data = (!offset)? c_data0:
				  (offset==2'b01)? c_data1:
				  (offset==2'b10)? c_data2:
				  c_data3;
	assign proc_rdata=data;
	always@(*)
		case(curr_state)
			IDLE:	if     (proc_read  && !proc_write) next_state = RCOM;
					else if(!proc_read && proc_write ) next_state = WCOM;
					else                               next_state = IDLE;
			RCOM:	if     (hit)                       next_state = ROK;
					else                               next_state = MRMEM;
			MRMEM:	if     (mem_ready)                 next_state = RMEM;
					else                               next_state = MRMEM;
			RMEM:	                                   next_state = ROK;
			ROK:	                                   next_state = IDLE;
			WCOM:	if     (hit)                       next_state = H_WMEM;
					else                               next_state = M_WMEM;
			H_WMEM:                                    next_state = WMEM;
			M_WMEM:                                    next_state = WMEM;
			WMEM:   if     (mem_ready)                 next_state = WOK;
					else                               next_state = WMEM;
			WOK:	                                   next_state = IDLE;    
			default:                                   next_state = IDLE;
		endcase
	always@(*)
		case (curr_state)
			IDLE:begin	
						proc_stall=1;
						mem_read =0;
						mem_write=0;
			end
			RCOM:begin		
						proc_stall=1;
						mem_read =0;
						mem_write=0;
			end
			MRMEM:begin		
						proc_stall=1;
						mem_read =1;
						mem_write=0;
			end
			RMEM:begin		
						proc_stall=1;
						mem_read =0;
						mem_write=0;
			end
			ROK:begin		
						proc_stall=0;
						mem_read =0;
						mem_write=0;
			end
			WCOM:begin		
						proc_stall=1;
						mem_read =0;
						mem_write=0;
			end
			H_WMEM:begin	
						proc_stall=1;
						mem_read =0;
						mem_write=0; 
			end
			M_WMEM:begin		
						proc_stall=1;
						mem_read =0;
						mem_write=0;
			end
			WMEM:begin		
						proc_stall=1;
						mem_read =0;
						mem_write=1;
			end
			WOK:begin
						proc_stall=0;
						mem_read =0;
						mem_write=0;
			end
			default: begin
						proc_stall=0;
						mem_read =0;
						mem_write=1;
			end
		endcase
	assign mem_wdata =  (!offset)?       {c_data3,c_data2,c_data1,proc_wdata}:
						(offset==2'b01)? {c_data3,c_data2,proc_wdata,c_data0}:
						(offset==2'b10)? {c_data3,proc_wdata,c_data1,c_data0}:
						{proc_wdata,c_data2,c_data1,c_data0};
	assign mem_addr = {tag,index};
always@( posedge clk or posedge proc_reset ) begin
    if( proc_reset ) begin
		c[0]<=154'b0;
		c[1]<=154'b0;
		c[2]<=154'b0;
		c[3]<=154'b0;
		c[4]<=154'b0;
		c[5]<=154'b0;
		c[6]<=154'b0;
		c[7]<=154'b0;
		curr_state<=IDLE;
    end
    else begin
		curr_state <= next_state;
		if( (curr_state == H_WMEM) || (curr_state == M_WMEM)) begin
			case(offset)
				2'b00: c[index]<={1'b1,tag,proc_wdata,c_data1,c_data2,c_data3};
				2'b01: c[index]<={1'b1,tag,c_data0,proc_wdata,c_data2,c_data3};
				2'b10: c[index]<={1'b1,tag,c_data0,c_data1,proc_wdata,c_data3};   
				2'b11: c[index]<={1'b1,tag,c_data0,c_data1,c_data2,proc_wdata};
				default: c[index]<=154'b0;
			endcase
		end
		else if(curr_state == RMEM)
			c[index]<={1'b1,tag,mem_rdata[31:0],mem_rdata[63:32],mem_rdata[95:64],mem_rdata[127:96]};
    end
end
endmodule
==> flow/run.sh <==
#!/bin/bash
# OpenROAD 26Q1-2900-gdf79404cd8, Yosys 0.63+post, stock flow scripts
make -C /OpenROAD-flow-scripts/flow DESIGN_CONFIG=/design/flow/config.mk WORK_HOME=/design/flow/orfs finish
==> flow/config.mk <==
export PLATFORM = sky130hd
export DESIGN_NAME = cache
export DESIGN_NICKNAME = cache
export VERILOG_FILES = /design/flow/design.v
export SDC_FILE = /design/flow/constraint.sdc
export NUM_CORES = 4
export LEC_CHECK = 1
export CORE_UTILIZATION = 50
==> flow/constraint.sdc <==
current_design cache

set clk_period 24.9
set clk_io_pct 0.2

create_clock -name clk0 -period $clk_period [get_ports {clk}]

set non_clock_inputs [all_inputs -no_clocks]
set_input_delay [expr $clk_period * $clk_io_pct] -clock clk0 $non_clock_inputs
set_output_delay [expr $clk_period * $clk_io_pct] -clock clk0 [all_outputs]
==> impl.org <==
#+TITLE: Implementation results

** Timing
- The transition time recorded at the tightest slew-check pin is between 0.9 and 1 ns.
- In the final timing run, aggregate negative setup slack is 0 ns.
- Count of endpoints failing hold in the final timing report :: 0
- Rel. slew slack :: around 33%
- Number of max-slew violations in the final report :: 0
- F_max :: 68.9 MHz
- Setup repair after global routing left no endpoint under its margin.
- The worst path meets setup with between 10 and 15 ns of slack.
- Final period util :: 58.2%
- Total setup violations reported at the end of the flow :: 0
- For the final database, setup skew stands at 0.0200 ns.
- Post-layout minimum cycle time :: 14.50 ns
- Worst hold slack :: 0.459 ns

** Power
- Combinational power share :: about 29%
- The analysis reports a worst IR drop on VDD of 0.0811 mV.
- Clock share of power :: 27.1%
- Static leakage power :: 31.1 nW
- Total power normalized to cell area comes to ~110 nW/um2.
- The switching portion of total power comes to between 30% and 40%.
- Sequential cells account for roughly 44% of the total power.
- Internal :: 0.00529 W
- The script extracted a net switching power of 0.00242 W.

** Place
- Setup Slack @ Placement :: 10.44 ns
- GPL Wtd Cong :: 0.930
- Post-detail-place hpwl :: 134 mm
- Port buffering added 385 buffers.

** Worst setup path
- In this run the critical path is formed by buf_8, buf_4, buf_4, nand2b_2, buf_4, o221ai_1, a21oi_1, mux4_2, clkdlybuf4s50_1.
- The critical path contains buffers and inverters numbering 5 combined.
- For reference, the most critical setup path is categorized as primary input to output port.
- Most used cell, CP :: sky130_fd_sc_hd__buf_4
- Startpoint types :: primary input
- Crit end category :: output port
- The critical path endpoint has a required time of 19.92 ns.
- CP top delay family :: buffers and inverters
- Highest net fanout along the worst path :: 36
- Per STA, the highest per-stage delay on the worst path measures between 0.6 and 0.7 ns.
- Looking at the critical path, the single cell with the biggest stage delay is sky130_fd_sc_hd__a21oi_1.
- At the worst endpoint, the arrival time is about 9.5 ns.

** Routing
- Overall routed net length :: 209 mm
- Per the detail_route report, the via count comes to 44185.
- Count of unresolved DRC violations after routing :: 0
- According to the report, the first pass of detailed routing completed in 7 iterations.
- Vias per cell :: ~6.2
- Remaining antenna violation count after routing :: 0
- Routed wire length per instance :: 29.6 um
- Number of DRC markers in iteration 0 :: 3242

** Clock network
- Root buf cell :: sky130_fd_sc_hd__clkbuf_16
- Max Root-Sink Buffers :: 3
- Quantity of gates resized following cts :: 0
- TritonCTS built the clock tree.
- Clock tree synthesis inserted a total of 139 buffers.
- Clock Pin Slew Worst Setup and Hold Paths :: roughly 0.050 ns
- For this design, the CTS-stage hold fixing added 0 buffers.
- Once the clock tree was built, the setup fixing pass inserted 0 buffers.
- At the later pin of the worst-skew pair, clock insertion delay measures 0.75 ns.
- CTS built an H-tree with a depth of 4.
- For this design, the sink count on the clock tree is 1236.

** Yosys
- Most common flop cell mapped by yosys :: sky130_fd_sc_hd__dfrtp_1
- Yosys reports a chip area of 58200 um2.
- Top cell type's share of synthesized area :: roughly 53%
- In this run, synthesis inferred 0 flip-flops with an integrated enable.
- Portion of the post-synthesis area used by sequential elements :: between 50% and 60%
- Most repeated cell in the gate-level netlist after synthesis :: sky130_fd_sc_hd__dfrtp_1
- The number of different library cells used by synthesis comes to 75.
- Sorting the synthesized cells by area gives the leading types as sky130_fd_sc_hd__dfrtp_1 (53%), sky130_fd_sc_hd__mux2_2 (15%), sky130_fd_sc_hd__o21ai_0 (6.7%).
- Avg Cell Area, Syn :: about 11 um2
- Async SR Flop Fraction :: 100%
- The synthesized netlist handed to floorplanning was reported with a cell count of 5250.
- The synthesized netlist was found by Yosys to have ~5300 cells.
- Commonest cells post-synth :: sky130_fd_sc_hd__dfrtp_1 (1236), sky130_fd_sc_hd__nand2_1 (881), sky130_fd_sc_hd__o21ai_0 (782)
- Post-synth top area cell :: sky130_fd_sc_hd__dfrtp_1
- Summing every instance area after synthesis gives 58200 um2.
- In this run, synthesis produced a sequential element count of 1236.
- The Yosys step of the flow raised 2 warnings.

** GRT
- Remaining global-route overflow :: 0
- Entering global routing, the biggest net connects 108 pins.
- Antenna violations before repair :: 12
- The first global-routing pass estimated 308 mm of wire.
- For this run, the total global-route usage over all layers was measured as 38.1%.
- Number of global-route vias before repair :: roughly 44000

** Floorplan
- Per the OpenROAD floorplan log, the width of the die is 343 um.
- According to the floorplan report, the die height is about 340 um.
- Standard-cell row count :: 124
- In this run the standard cell core region covers 115000 um2.
- Starting density of the core :: 50.7%
- Total die size :: 118000 um2
- Pin placement for this block handled 386 I/O pins.

** Flow run
- Per the run summary, max-cap violations total 0.
- The number of warnings reported in the stage logs is 32.

** Finish
- After filler insertion, the fill cell instance count of the layout stands at 9501.
- Relative area change from synthesis to final layout :: 16.4%
- In the final layout, the share of cells above drive strength 1 is 22.8%.

** Worst hold path
- STA reports the tightest min-delay check as being of type flip-flop to flip-flop.

** Outcome
- The flow ran to the end, and the final reports show no timing, DRC or antenna violations.
-- registers in the layout, indices dropped and copies added, names as in the netlist --
name	cells
c	1232
curr_state	4
-- worst paths after layout --
check,slack [ns],cells past startpoint,end,from
setup reg to reg,21.15,8,c[3][28],curr_state[2]
hold reg to reg,0.46,1,c[6][153],c[6][153]
min in group asynchronous,4.64,2,c[2][114],proc_reset
setup / recovery,10.40,9,proc_rdata[26],proc_addr[3]
max in group asynchronous,16.51,7,c[4][78],proc_reset
hold / removal,0.46,1,c[6][153],c[6][153]
-- through the flow --
step | cells | util, % | area (um2) | total power [W]
final | 7076 | 59.0 | 67800 | 0.00771
after global routing | 7071 | 59.0 | 67800 | 0.00815
after CTS | 7070 | 59.0 | 67800 | 0.00772
after detailed placement | 6819 | 54.9 | 63100 | 0.00562
after floorplan | 5250 | - | 58200 | 0.00479
after global placement | 6819 | 54.9 | 63100 | 0.00555
-- kinds of logic after synthesis --
family | synth area share [%]
AOI/OAI and AO/OA | 14.6
DFF | 53.1
and+or+nand+nor | 7.62
muxes | 20.5
buffers and inverters | 3.96
xor gates and xnor gates | 0.120
adders and majority gates | 0.0215
-- power groups by stage --
stage	Sequential [W]	Combinational (W)	Clock (W)
finish	0.00341	0.00221	0.00209
global route	0.00352	0.00244	0.00219
CTS	0.00340	0.00220	0.00211
-- area by class of cell --
class	instances	area [um2]	area share (%)
inverters	34	146	0.216
diodes	6	15.0	0.0222
clock buffers	217	4340	6.41
repair buffers	528	4980	7.36
flip-flops and latches	1236	30900	45.6
well taps	1512	1890	2.79
clock inverters	34	325	0.480
multi-input cells	3509	25100	37.1
-- layer usage --
layer / part of all wire, % / track usage [%] / wire length [um]
met1: 41 / 56.8 / 84800
met3: 12 / 16.7 / 25200
met5: 0.060 / 0 / 126
met4: 4.0 / 12.1 / 8410
met2: 43 / 52.8 / 90600
-- cell usage in the layout, fill, tap and decap left out, types with 47 or more instances in the layout --
cell | synthesis | final
sky130_fd_sc_hd__dfrtp_1 | 1236 | 1236
sky130_fd_sc_hd__nand2_1 | 881 | 874
sky130_fd_sc_hd__o21ai_0 | 782 | 782
sky130_fd_sc_hd__mux2_2 | 754 | 754
sky130_fd_sc_hd__clkdlybuf4s50_1 | 0 | 380
sky130_fd_sc_hd__mux2i_1 | 156 | 156
sky130_fd_sc_hd__clkbuf_16 | 0 | 148
sky130_fd_sc_hd__nor2_1 | 146 | 140
sky130_fd_sc_hd__buf_4 | 50 | 140
sky130_fd_sc_hd__a21oi_1 | 94 | 94
sky130_fd_sc_hd__a221oi_1 | 90 | 90
sky130_fd_sc_hd__a22oi_1 | 66 | 66
sky130_fd_sc_hd__mux4_2 | 64 | 64
sky130_fd_sc_hd__o221ai_1 | 56 | 56
sky130_fd_sc_hd__a22o_1 | 47 | 47
Power figures rest on the tool's default switching activity, not on a simulated workload.
